$ cat ./run.sh
#!/bin/bash
# OpenROAD 26Q1-2900-gdf79404cd8, Yosys 0.63+post, stock flow scripts
make -C /OpenROAD-flow-scripts/flow DESIGN_CONFIG=/design/flow/config.mk WORK_HOME=/design/flow/orfs finish
$ cat ./config.mk
export PLATFORM = sky130hd
export DESIGN_NAME = vga_controller
export DESIGN_NICKNAME = vga_controller
export VERILOG_FILES = /design/flow/design.v
export SDC_FILE = /design/flow/constraint.sdc
export NUM_CORES = 4
export LEC_CHECK = 1
export CORE_UTILIZATION = 50
$ cat ./constraint.sdc
current_design vga_controller

set clk_period 1.3
set clk_io_pct 0.2

create_clock -name clk0 -period $clk_period [get_ports {clk}]

set non_clock_inputs [all_inputs -no_clocks]
set_input_delay [expr $clk_period * $clk_io_pct] -clock clk0 $non_clock_inputs
set_output_delay [expr $clk_period * $clk_io_pct] -clock clk0 [all_outputs]
$ cat ./design.v
module clock_divider(clk, clk_25M);
	input clk;  
   output reg clk_25M;  
    reg[27:0] counter=28'd0;
    parameter DIVISOR = 28'd2;
    always @(posedge clk)
        begin
            counter <= counter + 28'd1;
            if(counter>=(DIVISOR-1))
            counter <= 28'd0;
            clk_25M <= (counter<DIVISOR/2)?1'b1:1'b0;
        end
endmodule
module vga_controller(
	input logic clk,rst,
	output logic Hsynq,
	output logic Vsynq,blank, sync,
	output logic [7:0] Red,
	output logic [7:0] Green,
	output logic [7:0] Blue, 
	output logic clk_vga
	);
logic clk_25M;	
clock_divider VGA_Clock_gen (clk, clk_25M);
vga_controller_final vcg (clk_25M, rst, Hsynq, Vsynq, clk_vga, blank, sync, Red, Green, Blue); 
endmodule
module vga_controller_final(
	input logic CLK_IN,	 
	input logic RST, 
	output logic o_hsync,       
   output logic o_vsync,        
   output logic CLK_OUT,
	output logic BLANK, 
	output logic SYNC,
   output logic [7:0] R,
   output logic [7:0] G,
   output logic [7:0] B );
	parameter int HD = 640;  
	parameter int HFP = 16;	 
	parameter int HSP = 96;  
	parameter int HBP = 48;	 
	parameter int VD = 480;  
	parameter int VFP = 10;	 
	parameter int VSP = 2; 	 
	parameter int VBP = 33;	 
	assign SYNK = 0;
	assign CLK_OUT = CLK_IN;		
	logic [9:0]  counterX = 0;
	logic [9:0]  counterY = 0;	
		always_ff @(posedge CLK_IN, negedge RST)
		 if (~RST)
			counterX <= 0;
		 else if (CLK_IN)
			if (counterX == (HD + HFP + HSP + HBP - 1))
			  counterX <= 0;
			else
			  counterX <= counterX + 1;
		always_ff @(posedge CLK_IN, negedge RST)
		 if (~RST)
			counterY <= 0;
		 else if (CLK_IN)
			if (counterX == (HD + HFP + HSP + HBP - 1))
			  if (counterY == (VD + VFP + VSP + VBP - 1))
				 counterY <= 0;
			  else
				 counterY <= counterY + 1;
	  always_ff @(posedge CLK_IN, negedge RST)
		 if (~RST)
			begin 
			  o_hsync <= 0;
			end
		 else if (CLK_IN)
			begin
			  if((counterX >= (HD + HFP)) && (counterX < HD + HFP + HSP))
				 o_hsync <= 0;
			  else
				o_hsync <= 1;
			end
		always_ff @(posedge CLK_IN, negedge RST)
		 if (~RST)
			begin
			  o_vsync <= 0;
			end
		 else if (CLK_IN)
			begin
			  if((counterY >= (VD + VFP)) && (counterY < VD + VFP + VSP))
				 o_vsync <= 0;
			  else
				o_vsync <= 1;
			end
  always_ff @(posedge CLK_IN, negedge RST)
    if (~RST)
      begin
        BLANK <= 0;
      end
    else if (CLK_IN)
      begin
        if(counterX < HD && counterY < VD)
			BLANK <= 1;
        else 
			BLANK <= 0; 
      end
  always_ff @(posedge CLK_IN, negedge RST)
    if (~RST)
      begin
        R <= 8'b00000000;
        G <= 8'b00000000;
        B <= 8'b00000000;
      end
    else if (CLK_IN)  
      begin 
        if (counterX>220 & counterX<225 & counterY>30 & counterY<450)
            begin
              R <= 8'b11100101;
              G <= 8'b10011100;
              B <= 8'b00010100;
            end
        else if(counterX>400 && counterX<405 && counterY>30 && counterY<450)
            begin
              R <= 8'b11100101;
              G <= 8'b10011100;
              B <= 8'b00010100;
            end
        else if (counterX>30 && counterX<610 && counterY>150 && counterY<155)
              begin
                R <= 8'b11100101;
              G <= 8'b10011100;
              B <= 8'b00010100;
              end
        else if (counterX>30 && counterX<610 && counterY>320 && counterY<325)
              begin
                R <= 8'b11100101;
              G <= 8'b10011100;
              B <= 8'b00010100;
              end
			else begin
			R <= 8'b00000000;
			G <= 8'b00000000;
			B <= 8'b00000000;
        end
		end
endmodule 		
==> impl_metrics.csv <==
group,metric,value,unit
synth,syn-instance-count,221,
synth,synth_area_per_cell,10.5,sq um
final_timing,post-route-period-util,93.9,%
final_timing,whs,539,ps
final_timing,final_max_slew_viol_count,0,
run_status,status,"finished, final reports clean",
floorplan,io_pins,31,
floorplan,fp_util,52.7,%
floorplan,rows,24,
final_timing,finalClockSkew,5.62,ps
place,portBuffers,16,
synth,edf_count,0,
final_timing,untimed_endpoints,38,
detailed_routing,vias_per_cell,4.96,
cts,clk_path_buf_depth,2,
floorplan,fp.dieH,70.0,um
flow_run,cap_viol_max_count,0,
place,gp_congestion,0.812,
detailed_routing,n_antenna_cell,0,
final_timing,min_period,1220,ps
global_routing,grt_max_degree,25,
power,ir_worst_vdd,1110,uV
global_routing,grt_use_total,16.0,%
synth,synth_cell_type_count,47,
worst_hold_path,min-delay-start,"VGA_Clock_gen.counter[0]$_SDFF_PP0_",
detailed_routing,wirelength,3.53,mm
global_routing,grt_pass1_vias,1373,
layout,fin_cells,309,
final_timing,hold_viol,0,
synth,ys_area,2310,sq um
detailed_routing,postRouteAntennaNets,0,
power,seqPwrFrac,55.1,%
global_routing,grt-ovfl-total,0,
detailed_routing,drt-initial-drc-count,74,
cts,clkTransAtPathRegs,50,ps
cts,cts_tree,"yes",
power,combPwrFrac,2.1,%
synth,ys_seq_share,51.1,%
global_routing,antenna_found_initial,0,
synth,yosys_warnings,4,
worst_setup_path,worstSetupStartpointType,"register",
worst_setup_path,path_class,"register to register",
layout,area_growth,13.9,%
final_timing,fmax,0.819,GHz
synth,ff_type,"dfxtp_1",
power,power.leakage,1.15,nW
power,pwr-share-clk,42.8,%
detailed_routing,wl_per_cell,11.4,um
final_timing,unclocked_pins,24,
worst_setup_path,end_kind,"register",
global_routing,grt_first_pass_wirelength,6.15,mm
final_timing,setup_viol,0,
power,powerDensity,654,nW/um^2
worst_setup_path,cpMaxStageDelayCell,"dfxtp_2",
floorplan,die_width,70.0,um
synth,async_reset_ff_share,45.3,%
place,dp_cells,298,
power,p_switching,0.353,mW
worst_setup_path,crit_buf_inv,1,
synth,ys_cells,221,
worst_setup_path,critical_path.cell_chain,"inv_2, ha_1, nor4b_4, nand3_1, nor2_2, and3_1",
worst_setup_path,worstPathRequired,1510,ps
flow_run,tool_warnings,31,
synth,synth_area,2310,sq um
detailed_routing,drc,0,
layout,drive_gt1_share,10.1,%
synth,ys_seq_elements,53,
final_timing,tightest_slew,664,ps
power,switching_share,20.5,%
detailed_routing,firstDrtPassIters,4,
worst_setup_path,critPathMaxFanout,3,
worst_setup_path,cp.arrival,1430,ps
worst_setup_path,max_stage_delay,330,ps
cts,worstSkewPairLatency,270,ps
floorplan,core,4380,sq um
cts,cts_buffers,5,
worst_hold_path,min_path_type,"register to register",
worst_setup_path,worstReg2RegStart,"VGA_Clock_gen.counter[1]$_SDFF_PP0_",
place,hpwl,2.52,mm
detailed_routing,vias,1533,
worst_setup_path,critPathTopFamily,"simple AND/OR/NAND/NOR gates",
cts,hold_buffers,0,
cts,root_buffer,"clkbuf_8",
final_timing,slew_headroom,55.6,%
floorplan,chipArea,4900,sq um
power,fin_total_pwr,1.72,mW
power,intPower,1.37,mW
worst_setup_path,startpoint,"VGA_Clock_gen.counter[1]$_SDFF_PP0_",
cts,htree_levels,2,
[worst paths after layout]
kind	slack [ps]	cells after the start	endpoint
max	80	6	VGA_Clock_gen.counter[0]$_SDFF_PP0_
min	540	2	VGA_Clock_gen.counter[0]$_SDFF_PP0_
max reg2reg	80	6	VGA_Clock_gen.counter[0]$_SDFF_PP0_
min reg2reg	540	2	VGA_Clock_gen.counter[0]$_SDFF_PP0_
[cell usage after synthesis, types with 2 or more instances]
cell,instances,area [sq um]
a21oi_1,3,15.0
a31oi_1,2,12.5
and2_1,2,12.5
and3_1,6,37.5
and4_1,3,26.3
buf_4,25,188
clkbuf_1,4,15.0
dfrtp_1,24,601
dfxtp_1,29,581
ha_1,8,100
inv_1,8,30.0
mux2i_1,2,20.0
nand2_1,13,48.8
nand2b_1,2,12.5
nand3_1,7,35.0
nand4_1,6,37.5
nor2_1,9,33.8
nor2b_1,3,18.8
nor3_1,9,45.0
nor3b_1,2,15.0
nor4_1,6,37.5
nor4b_1,2,17.5
o21ai_0,8,40.0
o32ai_1,3,26.3
or3_1,3,18.8
or4_1,2,15.0
xnor2_1,7,61.3
xor2_1,4,35.0
[state kept, by name, indices dropped and copies added, names as in the netlist]
| signal | flops |
|---|---|
| vcg.o_vsync | 1 |
| vcg.counterX | 10 |
| vcg.BLANK | 1 |
| vcg.o_hsync | 1 |
| VGA_Clock_gen.clk_25M | 1 |
| VGA_Clock_gen.counter | 28 |
| vcg.B | 1 |
| vcg.counterY | 10 |
[layout make-up]
cell class | count | area, sq um
Multi-Input combinational cell | 167 | 1060
Inverter | 8 | 30.0
Timing Repair Buffer | 21 | 196
Tap cell | 52 | 65.1
Clock buffer | 6 | 82.6
Sequential cell | 53 | 1180
Clock inverter | 2 | 13.8
Fill cell | 335 | 1750
[per-stage QoR]
| stage | TNS [ps] | worst slack (ps) | util [%] | cell area (sq um) |
|---|---|---|---|---|
| 6_report | 0 | 79.5 | 60.0 | 2630 |
| 5_1_grt | -0.739 | -0.739 | 60.0 | 2630 |
| 4_1_cts | 0 | 2.58 | 58.8 | 2580 |
| 3_5_place_dp | 0 | 7.70 | 56.4 | 2470 |
| 3_3_place_gp | 0 | 79.0 | 56.4 | 2470 |
| 2_1_floorplan | 0 | 162 | - | 2450 |
[kinds of logic (layout without fill, tap and decap cells)]
family / after synthesis / count (layout) / share of synthesized area, %
buffers and inverters: 39 / 37 / 10.8
DFF: 53 / 53 / 51.1
and+or+nand+nor: 82 / 82 / 21.1
muxes: 3 / 3 / 1.35
adders and majority gates: 8 / 8 / 4.33
other: 1 / 39 / 0.162
AOI/OAI and AO/OA: 24 / 24 / 7.04
xor gates and xnor gates: 11 / 11 / 4.17
[cells in the final DEF (no fill, tap or decap), types with 7 or more instances in the layout]
master           count
dfrtp_1             24
clkdlybuf4s50_1     15
xnor2_1              7
ha_1                 8
nand2_1             13
nor3_1               9
conb_1              39
o21ai_0              8
nand3_1              7
dfxtp_1             26
nor2_1               8
[per-layer routing]
| layer | GRT usage, % | wire (um) |
|---|---|---|
| met1 | 26.1 | 1740 |
| met2 | 23.9 | 1570 |
| met3 | 3.65 | 194 |
| met4 | 1.56 | 27 |
| met5 | 0 | 0 |
[tightest hold or removal path, delay by kind of cell, from the launching register on]
kind                   cells  cell delay (ps)
flip-flops                 1              320
AND/OR/NAND/NOR            1              130
buffers and inverters      1               50
[power by group through the flow]
stage / combinational (mW) / sequential, mW / clock (mW)
after global routing: 0.0469 / 0.951 / 0.813
after CTS: 0.0359 / 0.942 / 0.762
final: 0.0361 / 0.948 / 0.737
[repair_timing]
action,in CTS,in global routing
pin swaps,0,5
endpoints found under the setup margin,1,4
gates resized,2,10
hold endpoints to repair,0,0
setup buffers,1,2
Power figures rest on the tool's default switching activity, not on a simulated workload.
