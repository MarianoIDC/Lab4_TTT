$ cat flow/run.sh
#!/bin/bash
# OpenROAD 26Q1-2900-gdf79404cd8, Yosys 0.63+post, stock flow scripts
make -C /OpenROAD-flow-scripts/flow DESIGN_CONFIG=/design/flow/config.mk WORK_HOME=/design/flow/orfs finish
$ cat flow/config.mk
export PLATFORM = sky130hd
export DESIGN_NAME = horizontal_counter
export DESIGN_NICKNAME = horizontal_counter
export VERILOG_FILES = /design/flow/design.v
export SDC_FILE = /design/flow/constraint.sdc
export NUM_CORES = 4
export LEC_CHECK = 1
export CORE_AREA = 10 10 83 83
export DIE_AREA = 0 0 93 93
$ cat flow/constraint.sdc
current_design horizontal_counter

set clk_period 2.5
set clk_io_pct 0.2

create_clock -name clk0 -period $clk_period [get_ports {clk_25MHz}]

set non_clock_inputs [all_inputs -no_clocks]
set_input_delay [expr $clk_period * $clk_io_pct] -clock clk0 $non_clock_inputs
set_output_delay [expr $clk_period * $clk_io_pct] -clock clk0 [all_outputs]
$ cat flow/design.v
module horizontal_counter(
	input logic clk_25MHz, 
	output logic enable_V_Counter,
	output logic [15:0] H_Count_Value);
	always@(posedge clk_25MHz) begin
		if (H_Count_Value < 799) begin
			H_Count_Value <= H_Count_Value +1;
			enable_V_Counter <= 0;
		end
		else begin
			H_Count_Value <= 0; 
			enable_V_Counter <= 1;
		end
	end
endmodule
==> results.txt <==
Implementation results. The run finished with clean final reports. Maximum single-stage delay on the critical path landed at ~520 ps. Number of clock buffers inserted by TritonCTS landed at 3. Looking at the VDD voltage map, the peak drop is approximately 0.15 mV. In this run the post-CTS setup repair buffer count came out at 0.

Total die size landed at 8649 um2. Count of cells along the worst hold path landed at 2. Looking at the hold checks, the worst path lands on H_Count_Value[9]$_SDFF_PP0_. STA classifies the critical path endpoint as an output pin. Proportion of synthesized area in mux cells landed at 0%. The area recorded from the Yosys report for this design is 606.8 um2. After detailed routing, the total wire length is ~1.4 mm. Setup clock skew after layout landed at approximately 4.5 ps. Across all layers, the routed design uses between 400 and 500 vias. Walking the worst path, the cells encountered are clkdlybuf4s50_1. Floorplan core density landed at between 10% and 20%. In the final report, the number of endpoints failing setup comes to 0. Clock slew seen by the registers of the worst setup and hold paths landed at 60 ps. At the end of routability-driven placement, the weighted congestion stood at 0.7392. Detailed placement finished with a half-perimeter wire length of ~1.1 mm. First-pass GRT wire length landed at 2.118 mm. In the Yosys stats the netlist draws on 24 distinct library cells.

The worst setup path is of the register to output pin kind. The critical path's slowest stage uses the library cell clkdlybuf4s50_1. Share of the synthesized area in the top cell type landed at about 56%. Growth of design area from synthesis to finish landed at 54.02%. Measured along the x axis, the die boundary spans about 93 um. Number of max-slew violations in the final report landed at 0. In this run, post-CTS hold repair placed 0 buffers. Layout cell share with drive strength beyond 1 landed at between 10% and 20%.

Reg-to-reg setup timing slack landed at between 800 and 900 ps. Detailed-route DRC error count landed at 0. The script logs the ratio of routed vias to standard cells as ~3.1. Number of routed nets with antenna violations landed at 0.

Entering global routing, the biggest net connects 12 pins. Per the post-synthesis stats, the area per cell is about 10 um2. Netlist area before placement landed at roughly 600 um2. At the end of the flow the core is filled with cells to between 10% and 20%.

STA classifies the critical path startpoint as a register. Total congestion overflow after global routing landed at 0. The buffer_ports step reported a buffer count of 17. Counting both buffers and inverters, the worst setup path holds a total of 1.

Clock tree synthesis selected as its root buffer the cell clkbuf_8. Overall power landed at between 0.4 and 0.5 mW. Synthesized flop and latch total landed at 17. In the final routed layout, each cell accounts on average for between 8 and 9 um. The iteration count recorded for the first detailed-route pass is 3. Areal power density over the cells landed at 524.3 nW/um2. Number of warnings the tools reported landed at 25. Ranking logic cells in the layout by count gives the top entries dfxtp_1, clkdlybuf4s50_1, conb_1. The launch point of the worst register-to-register path is recorded as H_Count_Value[0]$_SDFF_PP0_.

Per the hold report, the tightest min-delay path originates at H_Count_Value[9]$_SDFF_PP0_. In this run, the synthesized area fraction spent on and/or/nand/nor cells is recorded as between 20% and 30%. Biggest fanout along the worst timing path landed at 6. By area the synthesized netlist is led by dfxtp_1, a211oi_1, a211oi_2. Setup repair after global routing left no endpoint under its margin. The timing report attributes the biggest portion of critical-path delay to buffers and inverters. Achievable frequency landed at 0.5815 GHz.

Core outline area landed at ~5100 um2. Hold slack landed at ~500 ps. Static leakage landed at around 0.29 nW. The worst register-to-register path ends at H_Count_Value[1]$_SDFF_PP0_. Number of antenna violations at the first check in global routing landed at 0. Data on the critical path arrives at its endpoint at between 1000 and 1500 ps. Path depth of the worst reg2reg path landed at 5.

The number of maximum-capacitance violations recorded for the run is 0. Number of clock sinks seen by CTS landed at 17. Clock period minus final worst setup slack landed at ~1700 ps. For the worst-skew pair, the clock arrives at the later sink with an insertion delay of 250 ps. In the routed netlist, the antenna diode instances number 0. The worst hold path belongs to the class register to register. Among the non-sequential cells, simple AND/OR/NAND/NOR gates take the most area.

Looking at area per cell type in the netlist, the leader is dfxtp_1. Number of standard cells reported by yosys landed at ~59. The warning tally printed by Yosys for this design is 1.

The global routing report lists combined usage of all routing layers as 3.003%. Of the available clock period, the critical path in the final layout requires 68.79%. Sequential element share of the synthesized area landed at between 50% and 60%. Pin placement for this block handled 18 I/O pins. In this run, post-CTS repair resized a total of 0 instances. Overall die height landed at 93 um.

TritonCTS built the clock tree. Required time of the critical path landed at 2000 ps. The floorplan has 26 rows. Per the synthesis report, the XOR/XNOR share of the synthesized area is around 4.3%. Counting every instance in the synthesized netlist gives just under 60. Number of global-route vias before repair landed at roughly 470. In the final report, the number of hold violations comes to 0. Maximum root-to-sink buffer count landed at 2. In this run, the synthesized area fraction spent on adder and majority cells is recorded as around 2.1%. After the first detailed-routing iteration, the DRC count stood at 4. Aggregate negative setup slack landed at 0 ps. Compound-gate portion of the synthesized area landed at 12.78%.

CTS built an H-tree with a depth of 1.
worst max-delay path by stage:
stage | slack [ps] | start | endpoint | cells after the start
final | 780 | H_Count_Value[2]$_SDFF_PP0_ | H_Count_Value[2] | 1
after global routing | 710 | H_Count_Value[0]$_SDFF_PP0_ | H_Count_Value[3]$_SDFF_PP0_ | 5
after CTS | 770 | H_Count_Value[2]$_SDFF_PP0_ | H_Count_Value[2] | 1
Yosys cell counts:
cell / instances
a211oi_1: 4
a211oi_2: 2
buf_2: 1
clkbuf_1: 1
conb_1: 1
dfxtp_1: 17
ha_1: 1
inv_1: 3
nand2_1: 3
nand3_1: 3
nand3_2: 1
nand4_1: 1
nor2_1: 1
nor3_1: 5
nor3b_1: 1
nor4_1: 1
o21ai_0: 3
o31ai_1: 1
or2_2: 1
or3_1: 2
or3_2: 1
or4_1: 2
xnor2_1: 1
xor2_1: 2
registers in the layout, summed over array words and instances (netlist names):
register / cells
H_Count_Value: 16
enable_V_Counter: 1
cells by family after synthesis:
logic type | Yosys count
AND-OR/OR-AND | 10
XOR/XNOR | 3
adder cells (fa/ha/maj) | 1
buffers and inverters | 5
flip-flops | 17
other | 1
AND/OR/NAND/NOR | 22
report_power, final:
part	internal, mW	switching (mW)	leakage, nW	total [mW]
Sequential	0.276	0.00253	0.139	0.279
Clock	0.113	0.0867	0.0228	0.200
Combinational	0.00901	0.00256	0.126	0.0116
Total	0.398	0.0918	0.288	0.490
routing by layer:
| layer | GRT usage (%) | vias to the layer above | wire, um |
|---|---|---|---|
| met1 | 3.693 | 215 | 598 |
| met4 | 0.5141 | 0 | 0 |
| met5 | 0 | - | 0 |
| li1 | - | 262 | - |
| met2 | 4.673 | 8 | 670 |
| met3 | 1.535 | 0 | 114 |
final cells by class:
cell class,instances,area (um2)
fillers,592,4205
flip-flops and latches,17,340.3
multi-input cells,42,265.3
repair buffers,19,185.2
well taps,70,87.58
clock buffers,4,45.04
inverters,3,11.26
metrics by stage:
step	area, um2	setup WS [ps]	cells
2_1_floorplan	625.6	1136	64
3_3_place_gp	889.6	928.0	151
3_5_place_dp	889.6	884.7	151
4_1_cts	934.6	766.2	155
5_1_grt	934.6	709.1	155
6_report	934.6	780.2	155
Power and IR drop assume default switching activity.
