--- design/flow/design.v ---
module vertical_counter(
	input logic clk_25MHz, 
	input logic [15:0] counterX,
	output logic [15:0] V_Count_Value);
	always@(posedge clk_25MHz) begin
		if (counterX == 799) begin
			if (V_Count_Value < 525) 
				V_Count_Value <= V_Count_Value +1;
			else V_Count_Value <= 0; 
		end
	end
endmodule	
--- design/flow/run.sh ---
#!/bin/bash
# OpenROAD 26Q1-2900-gdf79404cd8, Yosys 0.63+post, stock flow scripts
make -C /OpenROAD-flow-scripts/flow DESIGN_CONFIG=/design/flow/config.mk WORK_HOME=/design/flow/orfs finish
--- design/flow/config.mk ---
export PLATFORM = sky130hd
export DESIGN_NAME = vertical_counter
export DESIGN_NICKNAME = vertical_counter
export VERILOG_FILES = /design/flow/design.v
export SDC_FILE = /design/flow/constraint.sdc
export NUM_CORES = 4
export LEC_CHECK = 1
export CORE_AREA = 10 10 99 99
export DIE_AREA = 0 0 109 109
--- design/flow/constraint.sdc ---
current_design vertical_counter

set clk_period 2.1
set clk_io_pct 0.2

create_clock -name clk0 -period $clk_period [get_ports {clk_25MHz}]

set non_clock_inputs [all_inputs -no_clocks]
set_input_delay [expr $clk_period * $clk_io_pct] -clock clk0 $non_clock_inputs
set_output_delay [expr $clk_period * $clk_io_pct] -clock clk0 [all_outputs]
==> impl_results.rst <==
Implementation results
======================

.. list-table::
   :header-rows: 1

   * - Metric
     - Value
   * - Status
     - finished clean
   * - Tightest slew margin relative to the limit
     - 59.4%
   * - Data arrival time of the critical path
     - 1.94 ns
   * - Number of CTS-inserted buffers
     - 3
   * - Routed wire length
     - 2170 um
   * - Number of warnings in the stage logs
     - 26
   * - Worst Setup Start Kind
     - flip-flop
   * - Most frequent cells after synthesis
     - edfxtp_1, a211oi_2, nand2_1, nand3_1, o21ai_0
   * - Static leakage power
     - 0.427 nW
   * - Number of global-route vias before repair
     - 684
   * - DIE WIDTH
     - 109 um
   * - GR Overflow Total
     - 0
   * - Number of library cell types mapped by synthesis
     - 26
   * - Floorplan Utilization
     - 11.1%
   * - Number of endpoints with negative hold slack in the final report
     - 0
   * - Number of vias after detailed routing
     - 702
   * - Worst setup slack after layout
     - 0.244 ns
   * - Maximum clock insertion buffer count
     - 2
   * - Cell count listed in synth_stat.txt
     - 67
   * - Layout area overhead
     - 60.5%
   * - Total core area
     - 7730 um^2
   * - Number of maximum-capacitance constraint violations
     - 0
   * - Synth top area cells
     - edfxtp_1, a211oi_2, nor3_2, ha_1, nand3_1
   * - Sum of net half-perimeters after detailed placement
     - 1720 um
   * - WS Path Type
     - reg2reg
   * - Num rows
     - 32
   * - Area fraction of the dominant cell type after synthesis
     - 56.2%
   * - Most frequently used flop master after synthesis
     - edfxtp_1
   * - First-pass iteration count of the detailed router
     - 4
   * - N_diodes
     - 0
   * - Clock period minus worst slack
     - 1.86 ns
   * - Hold depth
     - 1
   * - Flops & latches, synth
     - 16
   * - Number of flip-flops in the largest register
     - 16
   * - EDFF count, synth
     - 16
   * - Reg clk slew, reported paths
     - 0.06 ns
   * - TritonCTS clock tree
     - built
   * - Wire length of the first global-routing pass
     - 3310 um
   * - Violation tally from detailed-route iteration zero
     - 35
   * - Final setup violation count
     - 0
   * - Setup repair after global routing missed its margin
     - false
   * - Register with the most flip-flops
     - V_Count_Value
   * - Antenna Violating Nets Remaining
     - 0
   * - Port buffer count
     - 32
   * - Share of final-layout standard cells stronger than drive strength 1
     - 14.2%
   * - Power density over the cells
     - 436 nW/um^2
   * - R2R cell count
     - 3
   * - Number of cells upsized or downsized after cts
     - 0
   * - Final TNS setup
     - 0 ns
   * - Post-Syn Area
     - 855 um^2
   * - Number of instances in the synthesized netlist
     - 67
   * - # IOs
     - 33
   * - Insertion delay of the later-clocked pin in the worst-skew pair
     - 0.24 ns
   * - Highest clock rate
     - 539 MHz
   * - DRC violations left
     - 0
   * - Chip area from the yosys synthesis statistics
     - 855 um^2
   * - Number of buffers inserted to repair setup after CTS
     - 0
   * - Mean Syn Cell Area
     - 12.8 um^2
   * - Number of warnings reported in the yosys synthesis log
     - 1
   * - Post-synth top area cell
     - edfxtp_1
   * - Avg WL per Cell
     - 10.4 um
   * - Final worst clock skew
     - 0.00401 ns
   * - Largest registers ranked by flip-flop count
     - V_Count_Value (16)
   * - Kind of end point of the critical path
     - flip-flop
   * - Tot GR Track Use
     - 3.55%
   * - Storage element area
     - 480 um^2
   * - Worst slack after detailed placement
     - 0.118 ns
   * - Maximum fanout count along the critical path
     - 10
   * - Post-synth seq share
     - 56.2%
   * - Number of pins with negative max-slew slack in the final report
     - 0
   * - # hold bufs at CTS
     - 0
   * - Vertical die dimension
     - 109 um
   * - CTS sink cnt
     - 16
   * - Synth top cell by count
     - edfxtp_1
   * - Min-delay worst type
     - reg2reg
   * - Actual slew at the worst max-slew pin
     - 0.609 ns
   * - Via/cell ratio
     - 3.38
   * - Count of H-tree levels built during CTS
     - 1
   * - Number of antenna violations at the first check in global routing
     - 0
   * - Maximum number of pins on one net before global-route repair
     - 17
   * - Maximum vdd ir drop
     - 0.213 mV
   * - Fraction of registers with async set/reset
     - 0%
   * - Slack of the worst reg-to-reg path
     - 0.24 ns
   * - Number of fill cells in the layout
     - 831
   * - Weighted congestion at the end of routability-driven global placement
     - 0.720
   * - Required time reported for the critical path endpoint
     - 2.18 ns
   * - Logic area
     - 374 um^2
   * - Clock tree root buffer cell
     - clkbuf_8
   * - Post-route clock period utilization
     - 88.4%
   * - Die area
     - 11,900 um^2
-- worst max-delay path, cell delays in order, from the launching register on --
cell	delay (ns)
edfxtp_1	0.44
or4_1	0.54
o31a_1	0.49
nor3_2	0.23
-- cells in the final DEF, fill, tap and decap left out, drive strengths merged, types with 2 or more instances in the layout --
cell type / count
nand3: 4
clkdlybuf4s50: 32
or3: 4
conb: 6
edfxtp: 16
inv: 2
nor4: 2
xor2: 2
ha: 2
clkbuf: 3
or4: 2
o21ai: 4
nand4: 3
nor2: 2
nor3: 5
nand2: 4
a211oi: 5
-- routing by layer --
layer / routed length, um / global-route usage [%] / vias up
met3: 426 / 3.41 / 0
met5: 0 / 0 / -
met4: 0 / 0.0942 / 0
li1: - / - / 342
met1: 925 / 4.70 / 320
met2: 822 / 4.24 / 40
-- power breakdown --
| group | switching [mW] | internal (mW) |
|---|---|---|
| Sequential | 0.00000969 | 0.348 |
| Combinational | 0.00582 | 0.0274 |
| Clock | 0.0895 | 0.127 |
| Total | 0.0953 | 0.502 |
-- kinds of logic (layout without fill, tap and decap cells) --
| group | count (synthesis) | after routing | share of synthesized area (%) |
|---|---|---|---|
| other | 1 | 6 | 0.439 |
| adder cells (fa/ha/maj) | 2 | 2 | 2.93 |
| AND/OR/NAND/NOR | 30 | 30 | 23.0 |
| buffers and inverters | 4 | 38 | 2.78 |
| XOR/XNOR | 3 | 3 | 3.08 |
| flip-flops | 16 | 16 | 56.2 |
| AND-OR/OR-AND | 11 | 11 | 11.6 |
-- per-stage QoR --
stage | total power [mW] | hold WS, ns | area [um^2] | std cells | utilization, %
final | 0.597 | 0.704 | 1370 | 208 | 17.7
after floorplan | 0.358 | 0.614 | 878 | 72 | -
after global placement | 0.388 | 0.689 | 1330 | 205 | 17.2
after CTS | 0.608 | 0.702 | 1370 | 208 | 17.7
after detailed placement | 0.388 | 0.696 | 1330 | 205 | 17.2
after global routing | 0.625 | 0.725 | 1370 | 208 | 17.7
-- final cells by class --
class / instances / share of cell area [%]
sequential: 16 / 35.0
multi-input combinational: 52 / 27.3
timing repair buffer: 33 / 24.8
tap: 102 / 9.31
clock buffer: 3 / 3.01
inverter: 2 / 0.547
-- worst paths after layout --
path                    start          endpoint
min reg2reg  V_Count_Value[0]  V_Count_Value[0]
max reg2reg  V_Count_Value[7]  V_Count_Value[2]
max          V_Count_Value[7]  V_Count_Value[2]
min          V_Count_Value[0]  V_Count_Value[0]
Power figures rest on the tool's default switching activity, not on a simulated workload.
